==> /design/flow/design.v <==
module alu (
  input  logic [31:0] a,
  input  logic [31:0] b,
  output logic [31:0] a_plus_b,
  output logic [31:0] a_minus_b,
  output logic [31:0] not_a,
  output logic [31:0] a_and_b,
  output logic [31:0] a_or_b,
  output logic [31:0] a_xor_b
);
  assign a_plus_b = a + b;
  assign a_minus_b = a - b;
  assign a_and_b = a & b;
  assign a_or_b = a | b;
  assign a_xor_b = a ^ b;
  assign not_a = ~a;
endmodule
==> /design/flow/run.sh <==
#!/bin/bash
# OpenROAD 26Q1-2900-gdf79404cd8, Yosys 0.63+post, stock flow scripts
make -C /OpenROAD-flow-scripts/flow DESIGN_CONFIG=/design/flow/config.mk WORK_HOME=/design/flow/orfs finish
==> /design/flow/config.mk <==
export PLATFORM = sky130hd
export DESIGN_NAME = alu
export DESIGN_NICKNAME = alu
export VERILOG_FILES = /design/flow/design.v
export SDC_FILE = /design/flow/constraint.sdc
export NUM_CORES = 4
export LEC_CHECK = 1
export CORE_AREA = 10 10 116 116
export DIE_AREA = 0 0 126 126
==> /design/flow/constraint.sdc <==
current_design alu

set clk_period 21.5
set clk_io_pct 0.2

create_clock -name clk0 -period $clk_period

set non_clock_inputs [all_inputs -no_clocks]
set_input_delay [expr $clk_period * $clk_io_pct] -clock clk0 $non_clock_inputs
set_output_delay [expr $clk_period * $clk_io_pct] -clock clk0 [all_outputs]
==> out/qor.yml <==
final.setup.tns_ns: 0
min_path_type: "input pin to output pin"
tightest_slew_ns: 0.7126
power_density_nw_per_um2: 30.88
topCellsByArea: "ha_1, inv_1, xnor2_1"
most_common_cell: "inv_1"
common_cells: "inv_1, ha_1, a21oi_1"
drt_iter0_drc: 275
rsz0062_at_grt: "false"
syn_area_per_cell_um2: 6.837
path_cells: "clkdlybuf4s50_1 > inv_1 > ha_1 > fa_1 > o21bai_1 > a211oi_2 > a21oi_2 > a2111oi_4 > o41ai_1 > a31o_2 > a41oi_2 > xnor2_1 > clkdlybuf4s50_1"
fp.dieW_um: 126
grt_usage_pct: 21.02
gp_congestion: 0.9585
via_per_inst: 5.144
antenna_cells: 0
status: "complete, no violations"
ys_cells: 614
setup.worst_path.end_class: "output pin"
fin_cells: 984
yosysSeqAreaShare_pct: 0
syn_area_um2: 4198
synth_top_cell_by_area: "ha_1"
dp_cells: 984
grt_overflow: 0
cts_setup_buffers: 0
synth_cells: 614
critPathKind: "input pin to output pin"
drv_cap: 0
grt_pass1_vias: 5001
worst-path-buf-inv: 3
p_leak_nw: 3.118
hold_buffers: 0
final-max-slew-violation-count: 0
final_core_util_pct: 62.36
dieHeight_um: 126
area_growth_pct: 62.44
core_area_um2: 10940
grt_start_max_net_pins: 17
yosysWarningCount: 0
ys_chip_area_um2: 4198
fin_crit_sh_pct: 57.39
grt_pass1_wl_mm: 27.97
whs_ns: 9.560
dieArea_um2: 15880
nFlopsAndLatches: 0
cp_top_family: "AND-OR/OR-AND gates"
worstSetupStartpointType: "input pin"
synth_cell_types: 62
ctsResizeCount: 0
ioPinCount: 256
cpMostUsedCell: "clkdlybuf4s50_1"
grt_antenna_before_repair: 0
slew-limit-headroom_pct: 52.17
first_pass_iters: 5
drt_wl_total_mm: 17.85
max_freq_ghz: 0.08105
drcViolationCount: 0
regArea_um2: 0
crit_required_ns: 17.20
hold_violations: 0
setup_viol: 0
ant_nets: 0
post-route-min-period_ns: 12.34
vias: 5062
rows: 38
critPathArrivalTime_ns: 8.04
drt-wirelength-per-cell_um: 18.14
max_stage_delay_ns: 0.53
core_util_floorplan_pct: 38.39
synth_top_area_share_pct: 31.00
io_buffers: 256
critPathSlowestCell: "o41ai_1"
ir_drop_mv: 0.01475
clkbuf_count: 0
critPathMaxFanout: 4
tool_warnings: 105
place_hpwl_mm: 15.80
layout-drive-gt1-share_pct: 1.896
## area by class of cell
class,instances,area [µm²]
Tap cell,140,175.2
Timing Repair Buffer,256,2562
Multi-Input combinational cell,465,3620
Fill cell,965,4116
Inverter,123,461.7
## layer usage
metal / vias up / part of all wire (%) / global-route usage [%]
met5: - / 0 / 0
met2: 225 / 49 / 36.82
li1: 2508 / - / -
met3: 16 / 9.4 / 6.548
met4: 0 / 0.89 / 1.608
met1: 2313 / 41 / 25.64
## cells by family (layout without fill, tap and decap cells)
| group | count (synthesis) | after routing | share of synthesized area (%) |
|---|---|---|---|
| compound gates | 168 | 168 | 26.92 |
| xor+xnor | 56 | 56 | 11.68 |
| fa+ha+maj | 106 | 106 | 31.95 |
| buf+inv | 149 | 379 | 13.77 |
| simple gates | 135 | 135 | 15.68 |
## through the flow
step	setup slack [ns]	instance area (µm²)	total power, mW
2_1_floorplan	10.74	4198	0.08498
3_3_place_gp	9.330	6819	0.2121
3_5_place_dp	9.213	6819	0.2121
4_1_cts	9.198	6819	0.2135
5_1_grt	8.927	6819	0.2316
6_report	9.161	6819	0.2105
## cells in the final DEF (no fill, tap or decap), drive strengths merged, types with 4 or more instances in the layout
| cell type | count |
|---|---|
| a211oi | 9 |
| a21o | 8 |
| a21oi | 59 |
| a31oi | 9 |
| and3 | 4 |
| clkdlybuf4s50 | 256 |
| ha | 104 |
| inv | 122 |
| nand2 | 23 |
| nand2b | 7 |
| nand3 | 8 |
| nand4 | 4 |
| nor2 | 50 |
| nor2b | 9 |
| nor3 | 12 |
| nor4 | 8 |
| o211ai | 5 |
| o21ai | 26 |
| o21bai | 16 |
| o31ai | 9 |
| xnor2 | 49 |
| xor2 | 7 |
## power by group
part / internal, mW / switching [mW]
combinational: 0.121 / 0.0897
sequential: 0 / 0
clock: 0 / 0
## path summary, 6_finish.rpt
check / startpoint / to / slack (ns) / depth (start not counted)
hold / removal: a[31] / not_a[31] / 9.56 / 3
setup / recovery: a[0] / a_minus_b[28] / 9.16 / 13
Power figures rest on the tool's default switching activity, not on a simulated workload.
