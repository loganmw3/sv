$ cat flow/config.mk
export PLATFORM = sky130hd
export DESIGN_NAME = one_hot_prev_sol
export DESIGN_NICKNAME = one_hot_prev_sol
export VERILOG_FILES = /design/flow/design.v
export SDC_FILE = /design/flow/constraint.sdc
export NUM_CORES = 4
export LEC_CHECK = 1
export CORE_AREA = 10 10 92 92
export DIE_AREA = 0 0 102 102
$ cat flow/constraint.sdc
current_design one_hot_prev_sol

set clk_period 11.0
set clk_io_pct 0.2

create_clock -name clk0 -period $clk_period

set non_clock_inputs [all_inputs -no_clocks]
set_input_delay [expr $clk_period * $clk_io_pct] -clock clk0 $non_clock_inputs
set_output_delay [expr $clk_period * $clk_io_pct] -clock clk0 [all_outputs]
$ cat flow/design.v
module one_hot_prev_sol #(
    parameter DATA_WIDTH = 32
)(
    input logic [DATA_WIDTH-1:0] din,
    output logic onehot
);
    logic[$clog2(DATA_WIDTH):0] cnt;
    always_comb begin : counter
        cnt = '0;
        for(integer i=0; i<DATA_WIDTH; i++) begin
            if(din[i] == 1'b1) cnt = cnt + 1'b1;
        end
    end
    assign onehot = (cnt == 1);
endmodule : one_hot_prev_sol
$ cat flow/run.sh
#!/bin/bash
# OpenROAD 26Q1-2900-gdf79404cd8, Yosys 0.63+post, stock flow scripts
make -C /OpenROAD-flow-scripts/flow DESIGN_CONFIG=/design/flow/config.mk WORK_HOME=/design/flow/orfs finish
==> qor.yml <==
logic_synthesis:
  ys_area_um2: 4450
  ys_cells: 551
  postSynthSeqShare: 0
  synthesis.area_um2: 4450
  topCellsByArea: "xnor2_1 (13%), ha_1 (8.7%), xor2_1 (6.9%), xnor3_1 (6.6%), nand2_1 (5.1%)"
  syn_inst: 551
  ys_types: 81
  synth_warnings: 1
  ys_top_cells_by_count: "xnor2_1 (64), nand2_1 (61), xor2_1 (35), ha_1 (31), nor2_1 (30)"
  syn_area_per_cell_um2: 8.07
  top_area_cell: "xnor2_1"
  yosysTopAreaCellShare: 0.126
  synth.most_common_cell: "xnor2_1"
run_status:
  haltStage: "3_5_place_dp"
  status: "aborted with a tool error"
  error_line: "[ERROR DPL-0036] Detailed placement failed."
floorplan:
  die_w_um: 102
  fp_util: 0.689
  rows: 29
  ios: 33
  die_y_um: 102
placement:
  io_buffer_count: 33
  globalplace.congestion: 0.936
through the flow:
| stage | total power [uW] | hold WS [ps] | setup slack [ps] | cell area (um2) |
|---|---|---|---|---|
| global placement | 6800 | 5590 | -10380 | 6560 |
| floorplan | 4540 | 4610 | -9680 | 4700 |
cells by family after synthesis:
group                    Yosys count  share of synthesized area
AND/OR/NAND/NOR                  202                      0.241
XOR/XNOR                         140                      0.400
AND-OR/OR-AND                    111                      0.182
buffers and inverters             49                     0.0472
adder cells (fa/ha/maj)           31                     0.0872
multiplexers                      18                     0.0425
No activity file was given, so power comes from the tool's default toggle rates.
