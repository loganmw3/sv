`design/flow/run.sh`:
```
#!/bin/bash
# OpenROAD 26Q1-2900-gdf79404cd8, Yosys 0.63+post, stock flow scripts
make -C /OpenROAD-flow-scripts/flow DESIGN_CONFIG=/design/flow/config.mk WORK_HOME=/design/flow/orfs finish
```
`design/flow/config.mk`:
```
export PLATFORM = sky130hd
export DESIGN_NAME = cond_adder
export DESIGN_NICKNAME = cond_adder
export VERILOG_FILES = /design/flow/design.v
export SDC_FILE = /design/flow/constraint.sdc
export NUM_CORES = 4
export LEC_CHECK = 1
export CORE_UTILIZATION = 30
```
`design/flow/constraint.sdc`:
```
current_design cond_adder

set clk_period 13.6
set clk_io_pct 0.2

create_clock -name clk0 -period $clk_period

set non_clock_inputs [all_inputs -no_clocks]
set_input_delay [expr $clk_period * $clk_io_pct] -clock clk0 $non_clock_inputs
set_output_delay [expr $clk_period * $clk_io_pct] -clock clk0 [all_outputs]
```
`design/flow/design.v`:
```
module cond_adder (
    input logic s,
    input logic [31:0] A,
    input logic [31:0] B,
    input logic [31:0] C,
    input logic [31:0] D,
    output logic [32:0] Z
);
  assign Z = s ? A+B : C+D;
endmodule : cond_adder
```
==> qor.txt <==
Worst Tran Pin Value -> 0.6015 ns
die span in y -> 112.0 microns
Fmax achieved -> 109.6 MHz
Slew Limit Fails -> 0
Yosys chip area -> 3632 sq um
via count of the first global-routing pass -> 4208
Worst Setup Path Type -> in -> out
MaxCap Viol Count -> 0
critical path capture point type -> output pin
leading area contributor after synthesis -> ha_1
fill count -> 1170
Pwr per Cell Area -> 49.76 nW/um^2
buffers inserted by post-CTS timing repair -> 0
endpoints failing setup -> 0
outcome -> finished, final reports clean
Diodes inserted -> 0
Cell Type Count -> 52
CP startpoint kind -> input pin
initial antenna violation count -> 1
fin crit share -> 67.09%
IO buf count -> 162
relative slew slack -> 59.86%
setup ws final -> 4.475 ns
worst vdd ir -> 0.00001733 V
Chip Footprint -> 12550 sq um
Post-synth area hogs -> ha_1, a21o_1, a21oi_1, xnor2_1, o21ai_0
Site Rows -> 39
drt first pass iters -> 15
dpl hpwl -> 10470 microns
count leader, synth -> ha_1
antenna-violating nets left -> 0
OpenROAD warning count -> 32
synthesized netlist cell count -> 519
Static Leak -> 0.002318 uW
Critical Path AT -> 6.40 ns
Worst Hold Class -> in -> out
Yosys Instances -> 519
Core Area -> 11610 sq um
GP Congestion -> 0.8887
via-per-instance ratio -> 5.354
Die X -> 112.0 microns
register area share after synthesis -> 0%
Reg area -> 0 sq um
Min Clock Period, post-route -> 9.125 ns
Cell Area, Synth -> 3632 sq um
Area Overhead vs Synth -> 47.26%
syn_area_per_cell -> 6.999 sq um
post-cts gate resize count -> 0
global-route wire length before repair -> 19600 microns
Boundary Pins -> 162
routed wire length -> 11920 microns
Core Density at Floorplan -> 31.28%
Top cell area share -> 22.05%
GRT Total Usage -> 18.83%
flop count -> 0
Congestion Overflow GR -> 0
DRC -> 0
# clk buffers -> 0
RSZ-0062 raised after global routing -> false
dpl ws -> 4.496 ns
fin area -> 5349 sq um
Inst Count DP -> 802
Post-Place Cell Area -> 5349 sq um
vias post-DR -> 4294
CP Data Required Time -> 10.88 ns
largest net degree at the start of global routing -> 51
drt wl/cell -> 14.87 microns
Post-synth top cells -> ha_1, a21oi_1, nand2_1
First DRT Iteration DRCs -> 206
Fin. Hold Viols -> 0
layout cell share with drive strength beyond 1 -> 2.883%
Crit Path Max Fanout -> 3
Post-Layout Cell Count -> 802
hold depth -> 5
hold buffers post-CTS -> 0
setup TNS -> 0 ns
Syn. warnings -> 0
-- area by class of cell --
class	instances	area, sq um	area share, %
multi-input cells	486	3508	65.59
well taps	143	178.9	3.345
repair buffers	163	1624	30.36
inverters	10	37.54	0.7018
-- cells in the final DEF, fill, tap and decap left out, types with 2 or more instances in the layout --
cell and n:
o21ai_0 45, inv_1 10, nor2b_1 3, mux2i_1 6, nand2_1 47, or3_1 6, a41o_1 2, xor2_1 25
a31oi_1 8, nor3_1 13, o211ai_1 4, nand4_1 15, o31ai_1 4, a211oi_1 14, o211ai_2 3, clkdlybuf4s50_1 161
a21o_1 40, mux2_2 2, a311o_1 2, xnor2_1 27, a21oi_1 56, o22ai_1 2, fa_1 2, nand2b_1 7
a211o_1 2, and3_1 4, ha_1 64, nor2_1 35, o21a_1 8, o21bai_1 9, nand3_1 11
-- through the flow --
stage / total power (uW) / utilization, % / hold WS [ns]
after floorplan: 149.1 / - / 5.608
after global placement: 268.8 / 46.06 / 6.421
after detailed placement: 267.3 / 46.06 / 6.398
after CTS: 269.6 / 46.06 / 6.415
after global routing: 295.7 / 46.06 / 6.497
final: 266.2 / 46.06 / 6.407
-- power by group --
group | internal (uW) | total [uW] | switching, uW
clock | 0 | 0 | 0
sequential | 0 | 0 | 0
combinational | 145 | 266 | 121
-- cells by family (layout without fill, tap and decap cells) --
logic type	Yosys count	after routing	synth area share (%)
AND/OR/NAND/NOR	143	143	18.26
adder cells (fa/ha/maj)	66	66	23.15
buffers and inverters	33	173	3.410
AND-OR/OR-AND	216	216	39.96
multiplexers	9	9	2.687
XOR/XNOR	52	52	12.54
-- path summary, 6_finish.rpt --
kind	end	start
max	Z[20]	C[0]
min	Z[23]	s
-- worst max-delay path, cell delays in order --
cell,delay (ns)
clkdlybuf4s50_1,0.40
ha_1,0.24
fa_1,0.44
a211o_1,0.38
a2111oi_4,0.38
nor3_2,0.10
or3_1,0.35
o31ai_1,0.32
o21ai_0,0.16
xnor2_1,0.15
o21ai_0,0.24
clkdlybuf4s50_1,0.52
-- per-layer routing --
| layer | track usage, % | share of wire (%) |
|---|---|---|
| met1 | 25.64 | 45 |
| met2 | 32.96 | 47 |
| met3 | 3.192 | 8.1 |
| met4 | 0.5333 | 0.29 |
| met5 | 0 | 0 |
No activity file was given, so power comes from the tool's default toggle rates.
